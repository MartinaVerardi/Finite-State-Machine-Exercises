==> ./design.v <==
module FSMprob (
    input logic clk, rstN, i, j,
    output logic x, y
);
    typedef enum logic [1:0] {
        A = 2'b00,
        B = 2'b01,
        C = 2'b10,
        D = 2'b11
    } state_t;
    state_t state, nextState;
    always_ff @(posedge clk or negedge rstN) begin
        if (~rstN) 
            state <= A;
        else 
            state <= nextState;
    end
    always_comb begin
        case (state)
            A: nextState = (i) ? B : A;
            B: nextState = (j) ? C : D;
            C: nextState = (i) ? B : (j ? C : D);
            D: nextState = (i) ? D : (j ? C : A);
            default: nextState = A;
        endcase
    end
    always_comb begin
        x = 1'b1;
        y = 1'b0;
        case (state)
            D: if ((~j && ~i) || (i)) x = 1'b0;
            B: if (j) x = 1'b0;
            C: if (i) x = 1'b0;
            A: if (i) y = 1'b1;
            B: if (j) y = 1'b1;
            C: if (~i && ~j) y = 1'b1;
        endcase
    end
endmodule
==> ./run.sh <==
#!/bin/bash
# OpenROAD 26Q1-2900-gdf79404cd8, Yosys 0.63+post, stock flow scripts
make -C /OpenROAD-flow-scripts/flow DESIGN_CONFIG=/design/flow/config.mk WORK_HOME=/design/flow/orfs finish
==> ./config.mk <==
export PLATFORM = sky130hd
export DESIGN_NAME = FSMprob
export DESIGN_NICKNAME = FSMprob
export VERILOG_FILES = /design/flow/design.v
export SDC_FILE = /design/flow/constraint.sdc
export NUM_CORES = 4
export LEC_CHECK = 1
export CORE_AREA = 10 10 70 70
export DIE_AREA = 0 0 80 80
==> ./constraint.sdc <==
current_design FSMprob

set clk_period 1.3
set clk_io_pct 0.2

create_clock -name clk0 -period $clk_period [get_ports {clk}]

set non_clock_inputs [all_inputs -no_clocks]
set_input_delay [expr $clk_period * $clk_io_pct] -clock clk0 $non_clock_inputs
set_output_delay [expr $clk_period * $clk_io_pct] -clock clk0 [all_outputs]
==> metrics.cfg <==
[outcome]
outcome=finished, violations left
violations=setup timing

[global_route]
grt_pass1_vias=239
grt.total_usage_pct=1.95
grt_overflow_total=0
grt_max_degree=5
antenna_found_initial=0
grt_pass1_wl_um=952

[power]
p_switching_mw=0.102
power_density_nw_per_um2=1090
power_leakage_nw=0.168
p_int_mw=0.312
power_mw=0.413
peakVddDrop_mv=0.178
pwr-share-seq_pct=36.2
combinationalPowerShare_pct=23.1
power_frac_clock_pct=40.7
switching_share_pct=24.6

[layout]
finalNonFillerCells=84
regMostFlops=state
largest_register_ffs=4
largest_registers=state (4)
areaGrowthSynthToFinish_pct=110
drive_gt1_share_pct=55.3

[clocking]
clock.latency.late_pin_ps=240
cts_root_buffer=clkbuf_4
clock_path_buffers=2
cts_tree=done
clk_pin_slew_worst_paths_ps=40
cts_buffers=3
h-tree-depth=1
clkSinkCount=4

[sta]
relSlewSlack_pct=88.2
tightest_slew_ps=176
setup_ws_ps=-25.3
post-route-min-period_ps=1330
max_freq_mhz=755
rsz0062_at_grt=true
final-setup-viol-count=1
slew_violations=0
clock_skew_ps=6.31
hold_viol_final=0
fin_crit_sh_pct=102

[setup_path]
crit_type=flip-flop to primary output
cp_max_fo=2
crit_arrival_ps=1070
max_stage_delay_ps=540
path_cells=buf_6, a21oi_2, o21ai_1, buf_2
crit_required_ps=1040
critPathTopFamily=flip-flops
path_buffers=2
endpoint_kind=primary output
cp-start-kind=flip-flop
cp_slowest_cell=dfstp_2

[yosys]
ys_warn_count=1
syn-mean-instance-area_um2=9.07
yosysSeqAreaShare_pct=55.9
yosys-top-cells-area=dfrtp_1, dfstp_2, a21oi_2, a21oi_1, o21ai_1
yosys.area.top_type=dfrtp_1
ys_cells=20
syn_inst=20
yosysTopAreaCellShare_pct=41.4
synth_flops=4
syn-cell-area_um2=181
synth_cell_types=10
ys_chip_area_um2=181

[drt]
wl_um=600
drtAntennaViolNets=0
first_pass_iters=2
diodes=0
vias=191
routed_via_density=2.27
wl_per_cell_um=7.14
drtIter0Drc=18
remaining_drc_errors=0

[place]
gp_congestion=0.739
dp_cells=76
dp_hpwl_um=422
io_buffer_count=5

[die]
die_h_um=80
core-area_um2=3420
fp.dieW_um=80
fp_util_pct=5.31
io-pin-count=6
die-area_um2=6400
rows=21

[run]
cap_violations=0
warnings=27

[worst_hold_path]
hold_class=input pin to asynchronous set/reset pin

per-stage QoR:
step                      setup TNS (ps)  utilization, %  hold WS, ps  setup WS [ps]  cell area, um2
after detailed placement            -759            9.56          475           -428             327
final                              -25.3            11.1          221          -25.3             380
after floorplan                        0               -        -35.6            428             181
after global routing               -83.6            11.1          221          -83.6             380
after CTS                          -32.8            10.9          214          -32.8             373
after global placement              -737            9.56          464           -413             327
cell families after synthesis:
family,share of synthesized area [%]
flops,55.9
compound gates,26.2
buf+inv,6.21
simple gates,11.7
layer usage:
metal	share of wire (%)	global-route usage, %	vias up
li1	-	-	100
met1	42	1.80	85
met2	40	2.89	6
met3	18	1.93	0
met4	0	0.704	0
met5	0	0	-
cells in the mapped netlist:
library cell,number
inv_1,1
dfrtp_1,3
a21oi_2,2
o21ai_1,3
dfstp_2,1
nor2_1,3
inv_2,2
nand2_1,1
and2_1,1
a21oi_1,3
cells in the final DEF (no fill, tap or decap):
cell type,Yosys,final
buf_4,0,8
a21oi_2,2,3
o21ai_1,3,3
nor2_1,3,3
clkbuf_4,0,3
dfrtp_1,3,3
a21oi_1,3,2
inv_2,2,2
dlygate4sd2_1,0,2
buf_2,0,2
inv_1,1,1
nand2_1,1,1
and2_4,0,1
clkbuf_1,0,1
clkdlybuf4s50_1,0,1
buf_6,0,1
dfstp_2,1,1
path summary, 6_finish.rpt:
check	startpoint	end	slack [ps]	depth (start not counted)
worst max-delay path	state[0]$_DFF_PN1_	x	-30	4
min in group clk0	j	state[3]$_DFF_PN0_	430	2
worst min-delay path	rstN	state[2]$_DFF_PN0_	220	1
worst max register to register	state[0]$_DFF_PN1_	state[0]$_DFF_PN1_	270	5
max in group asynchronous	rstN	state[0]$_DFF_PN1_	840	1
worst min register to register	state[3]$_DFF_PN0_	state[3]$_DFF_PN0_	550	2
layout make-up:
class                           instances  area, um2
Timing Repair Buffer                   14        109
Inverter                                3       11.3
Tap cell                               46       57.6
Sequential cell                         4        101
Fill cell                             396       3040
Multi-Input combinational cell         13       75.1
Clock buffer                            4       26.3
power groups by stage:
stage / clock network, mW / logic (mW) / registers (mW)
final: 0.168 / 0.0954 / 0.150
after global routing: 0.188 / 0.107 / 0.152
after CTS: 0.180 / 0.0916 / 0.149
worst register-to-register path: cells and delay by family, from the launching register on:
kind / cells / cell delay (ps)
AND/OR/NAND/NOR: 1 / 100
buffers and inverters: 3 / 290
flip-flops: 1 / 540
AND-OR/OR-AND: 1 / 40
repair_timing:
action / in CTS / in global routing
buffers inserted: 3 / 1
pin swaps: 1 / 0
setup endpoints to repair: 2 / 1
hold buffers: 0 / 0
gates resized: 11 / 0
Power figures rest on the tool's default switching activity, not on a simulated workload.
