`/design/flow/constraint.sdc`:
```
current_design regWithBenefits

set clk_period 1.4
set clk_io_pct 0.2

create_clock -name clk0 -period $clk_period [get_ports {ck}]

set non_clock_inputs [all_inputs -no_clocks]
set_input_delay [expr $clk_period * $clk_io_pct] -clock clk0 $non_clock_inputs
set_output_delay [expr $clk_period * $clk_io_pct] -clock clk0 [all_outputs]
```
`/design/flow/config.mk`:
```
export PLATFORM = sky130hd
export DESIGN_NAME = regWithBenefits
export DESIGN_NICKNAME = regWithBenefits
export VERILOG_FILES = /design/flow/design.v
export SDC_FILE = /design/flow/constraint.sdc
export NUM_CORES = 4
export LEC_CHECK = 1
export CORE_AREA = 10 10 72 72
export DIE_AREA = 0 0 82 82
```
`/design/flow/design.v`:
```
module regWithBenefits
    #(parameter W = 8)
    (
    input logic [W-1:0] d,   
    input logic   rstN,      
    input logic   ck,        
    input logic   clr,       
    input logic   ld,        
    input logic   shl,       
    input logic   shIn,      
    output logic [W-1:0] q   
    );
    always_ff @(posedge ck or negedge rstN) begin
        if (!rstN) 
            q <= 0;   
        else begin
            if (clr) 
                q <= 0;  
            else if (ld) 
                q <= d;  
            else if (shl) 
                q <= {q[W-2:0], shIn};  
        end
    end  
endmodule  
```
`/design/flow/run.sh`:
```
#!/bin/bash
# OpenROAD 26Q1-2900-gdf79404cd8, Yosys 0.63+post, stock flow scripts
make -C /OpenROAD-flow-scripts/flow DESIGN_CONFIG=/design/flow/config.mk WORK_HOME=/design/flow/orfs finish
```
==> out/metrics.cfg <==
[timing]
setup_viol=0
hold_violations=0
worst_slack_ns=0.0536
fin_setup_tns_ns=0
worst_pin_slew_ns=0.344
rsz0062_at_grt=false
fmax_mhz=743
relSlewSlack=0.770
clock_skew_ns=0.000758
slew_violations=0
fin_crit_sh=0.962
fin_crit_ns=1.35

[die]
die_h_um=82
fp_util=0.111
rows=22
fp.coreArea_um2=3690
ios=22
dieWidth_um=82
dieArea_um2=6720

[setup_path]
crit_path_top_delay_cell=clkdlybuf4s50_1
critical-path-max-stage-delay_ns=0.48
path_cells=clkdlybuf4s50_1
crit_family=buffers and inverters
worstPathArrival_ns=1.07
path_buffers=1
critPathKind=reg -> out
cp.required_ns=1.12
critPathLaunchType=flop
cp-end-kind=output port
critPathMaxFanout=3

[detailed_routing]
first_pass_iters=4
wl_met3_um=101
top_layer_used=met4
wl_met2_um=696
drt-initial-drc-count=71
ant_nets=0
wl_um=1350
vias_per_cell=3.28
route.detailed.drc=0
wl_met1_um=524
vias=361
wl_per_cell_um=12.3
n_antenna_cell=0

[logic_synthesis]
ys_seq_share=0.489
synth.distinct_cells=7
synth_flops=8
yosysWarningCount=1
syn_area_um2=409
synth_area_leader_cell=dfrtp_1
area_leaders=dfrtp_1 (49%), mux2i_1 (20%), a211oi_1 (15%)
ys_cells=35
syn_area_per_cell_um2=11.7
yosys_area_um2=409
synth_cells=35
yosysTopAreaCellShare=0.489

[global_route]
grt_pass1_vias=392
grt_pass1_wl_um=2040
grtUsageTotal=0.0390
antenna_found_initial=0
overflow=0
grt_max_degree=10

[power]
net-switching-power_uw=140
combPwrFrac=0.211
pwr_density_cell_nw_per_um2=884
pwr-share-seq=0.389
switching_share=0.209
cellLeakagePower_nw=0.325
p_clk_frac=0.400
ir_drop_mv=0.179
p_int_uw=531

[final_layout]
num-fill-cells=412
drive_above_1_share=0.145
final_cell_mix=clkdlybuf4s50_1 (20), mux2i_1 (8), nor2b_1 (8), a211oi_1 (8), dfrtp_1 (8)
lay_top_count=clkdlybuf4s50_1
reg_top3=q x8
largest_reg_flops=8
areaGrowthSynthToFinish_pct=85.3
regMostFlops=q

[worst_hold_path]
hp-class=in -> async

[run]
warnings=25
cap_violations=0

[placement]
gp_congestion=0.739
numPortBuffers=21
dpl_worst_slack_ns=0.0378

[clock_network]
clkLatencyLatePin_ns=0.22
cts_hold_buffers=0
clockRootBuffer=clkbuf_8
cts_tree=done
numCtsBuffers=3
clockBufferDepth=2
numClockSinks=8
cts_htree_levels=1
path_clk_slew_ns=0.04

[outcome]
status=completed

power groups by stage:
stage     clock (mW)  sequential, mW  combinational [mW]
4_1_cts        0.275           0.262               0.133
5_1_grt        0.289           0.263               0.156
6_report       0.268           0.261               0.142
synthesized netlist by cell type (all sizes together):
| cell | count |
|---|---|
| mux2i | 8 |
| inv | 1 |
| dfrtp | 8 |
| a211oi | 8 |
| nor2b | 8 |
| buf | 2 |
worst paths after layout:
| path | start | slack [ns] | depth (start not counted) | endpoint |
|---|---|---|---|---|
| max | q[4]$_DFFE_PN0P_ | 0.05 | 1 | q[4] |
| max in group asynchronous | rstN | 0.82 | 1 | q[6]$_DFFE_PN0P_ |
| max reg2reg | q[0]$_DFFE_PN0P_ | 0.52 | 3 | q[1]$_DFFE_PN0P_ |
| min | rstN | 0.33 | 1 | q[3]$_DFFE_PN0P_ |
| min reg2reg | q[7]$_DFFE_PN0P_ | 0.65 | 2 | q[7]$_DFFE_PN0P_ |
| min in group clk0 | q[7]$_DFFE_PN0P_ | 0.65 | 2 | q[7]$_DFFE_PN0P_ |
per-layer routing:
metal,vias to the layer above,GRT usage
met3,2,0.0121
li1,183,-
met2,11,0.0643
met4,0,0.0136
met5,-,0
met1,165,0.0471
cells by family after synthesis:
kind of cell | count (synthesis) | synth area share
compound gates | 8 | 0.147
mux | 8 | 0.196
flops | 8 | 0.489
simple gates | 8 | 0.122
buf+inv | 3 | 0.0459
what timing repair did:
item                                   in CTS  in global routing
setup buffers                               0                  4
setup endpoints to repair                   0                  4
endpoints found under the hold margin       0                  0
gates resized                               0                  1
cell type report:
class                           count  area [µm²]  area share
Inverter                            1        3.75     0.00495
Timing Repair Buffer               26         263       0.347
Clock buffer                        3        41.3      0.0545
Multi-Input combinational cell     24         190       0.251
Tap cell                           48        60.1      0.0792
Sequential cell                     8         200       0.264
stage by stage:
stage | std cells | cell area [µm²] | util | power (mW) | hold WS (ns)
floorplan | 35 | 409 | - | 0.304 | -0.0156
global placement | 103 | 684 | 0.186 | 0.396 | 0.574
detailed placement | 103 | 684 | 0.186 | 0.397 | 0.576
CTS | 106 | 726 | 0.197 | 0.670 | 0.339
global route | 110 | 758 | 0.206 | 0.708 | 0.367
finish | 110 | 758 | 0.206 | 0.670 | 0.328
No activity file was given, so power comes from the tool's default toggle rates.
